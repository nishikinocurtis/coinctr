==> design/flow/design.v <==
module BoughtTypeDisplay (
    input clk,
    input [1:0] bought_type,
    output reg r,
    output reg g,
    output reg b
);
reg [1:0] bought_type_reg;
initial begin
    bought_type_reg <= 2'b00;
end
always@(posedge clk) begin
    if (bought_type != 2'b00) begin
        bought_type_reg <= bought_type;
    end else begin
        bought_type_reg <= bought_type_reg;
    end
end
initial begin
    r <= 1'b1;
    g <= 1'b1;
    b <= 1'b1;
end
always@(posedge clk) begin
    if (bought_type_reg == 2'b00) begin
        r <= r;
    end else begin
        if (bought_type_reg == 2'b01) begin
            r <= 1'b1;
        end else begin
            r <= 1'b0;
        end
    end
end
always@(posedge clk) begin
    if (bought_type_reg == 2'b00) begin
        g <= g;
    end else begin
        if (bought_type_reg == 2'b10) begin
            g <= 1'b1;
        end else begin
            g <= 1'b0;
        end
    end
end
always@(posedge clk) begin
    if (bought_type_reg == 2'b00) begin
        b <= b;
    end else begin
        if (bought_type_reg == 2'b11) begin
            b <= 1'b1;
        end else begin
            b <= 1'b0;
        end
    end
end
endmodule
module BtnPulse (
    input clk,
    input btn_in,
    output pulse
);
(*ASYNC_REG="TRUE"*) reg [1:0] btn_sync;
reg [16:0] cntr;
reg [1:0] btn_filtered;
reg pulse_reg;
initial begin
    btn_sync <= 2'b0;
    cntr <= 17'b0;
    btn_filtered <= 2'b0;
    pulse_reg <= 1'b0;
end;
always@(posedge clk) begin
    btn_sync <= {btn_sync[0], btn_in};
end
always@(posedge clk) begin
    if (~(btn_sync[1])) begin
        cntr <= 17'b0;
    end else begin
        if (cntr < 17'd125000) begin
            cntr <= cntr + 1'b1;
        end
    end
end
always@(posedge clk) begin
    btn_filtered <= {btn_filtered[0], cntr == 17'd125000};
end
always@(posedge clk) begin
    pulse_reg <= (~(btn_filtered[1])) & (btn_filtered[0]);
end
assign pulse = pulse_reg;
endmodule
module CoinCntr (
    input clk,
    input clr,
    input buy,
    input [1:0] buy_type,
    input [1:0] coin_type,
    output [3:0] money_left,
    output reg [1:0] bought_type
);
reg [4:0] money_cntr;
reg [3:0] buy_cost;
reg [3:0] coin_value;
reg [4:0] money_next_intended;
reg [4:0] money_next;
reg [1:0] to_buy;
initial begin
    money_cntr <= 5'b0;
end
always@(buy, buy_type, money_cntr) begin
    buy_cost = 4'b0000;
    if (buy) begin
        case (buy_type)
            2'b01: buy_cost = (money_cntr >= 5) ? 5 : 0;
            2'b10: buy_cost = (money_cntr >= 10) ? 10 : 0;
            2'b11: buy_cost = (money_cntr >= 15) ? 15 : 0;
            default: buy_cost = 0;
        endcase
    end
    to_buy = (buy_cost == 0) ? 0 : buy_type;
end
always@(coin_type) begin
    if (coin_type == 2'b01) begin
        coin_value = 4'b0001;
    end else if (coin_type == 2'b10) begin
        coin_value = 4'b0011;
    end else if (coin_type == 2'b11) begin
        coin_value = 4'b1010;
    end else begin
        coin_value = 4'b0000;
    end
end
always@(coin_value, buy_cost, money_cntr) begin
    money_next_intended = money_cntr - buy_cost + coin_value;
end
always@(money_next_intended) begin
    if (money_next_intended >= 4'b1111) begin
        money_next = 4'b1111;
    end else begin
        money_next = money_next_intended;
    end
end
always@(posedge clk) begin
    if (clr) begin
        money_cntr <= 5'b0;
    end else begin
        money_cntr <= money_next;
    end
    bought_type = to_buy;
end
assign money_left = money_cntr[3:0];
endmodule
module top (
    input        sysclk,
    input  [3:0] btn,
    input [1:0] sw,
    output [3:0] led,
    output led4_b,
    output led4_g,
    output led4_r
);
wire [3:0] pulse;
wire [1:0] bought_type;
genvar i;
generate
    for (i = 0; i < 4; i = i + 1) begin : BTN_FILTER_INST
        BtnPulse u_BtnPulse(
            .clk(sysclk),
            .btn_in(btn[i]),
            .pulse(pulse[i])
        );
    end
endgenerate
CoinCntr u_CoinCntr(
    .clk(sysclk),
    .clr(pulse[3]),
    .buy(pulse[2]),
    .buy_type(sw),
    .coin_type(pulse[1:0]),
    .money_left(led),
    .bought_type(bought_type)
);
BoughtTypeDisplay u_BoughtTypeDisplay (
    .clk(sysclk),
    .bought_type(bought_type),
    .r(led4_r),
    .g(led4_g),
    .b(led4_b)
);
endmodule
==> design/flow/run.sh <==
#!/bin/bash
# OpenROAD 26Q1-2900-gdf79404cd8, Yosys 0.63+post, stock flow scripts
make -C /OpenROAD-flow-scripts/flow DESIGN_CONFIG=/design/flow/config.mk WORK_HOME=/design/flow/orfs finish
==> design/flow/config.mk <==
export PLATFORM = sky130hd
export DESIGN_NAME = top
export DESIGN_NICKNAME = top
export VERILOG_FILES = /design/flow/design.v
export SDC_FILE = /design/flow/constraint.sdc
export NUM_CORES = 4
export LEC_CHECK = 1
export CORE_UTILIZATION = 30
==> design/flow/constraint.sdc <==
current_design top

set clk_period 3.5
set clk_io_pct 0.2

create_clock -name clk0 -period $clk_period [get_ports {sysclk}]

set non_clock_inputs [all_inputs -no_clocks]
set_input_delay [expr $clk_period * $clk_io_pct] -clock clk0 $non_clock_inputs
set_output_delay [expr $clk_period * $clk_io_pct] -clock clk0 [all_outputs]
==> flow report <==
DIE
------------------------------------------------------------------------------------------
Die boundary height                                                               130.1 µm
Total die area                                                                   16920 µm²
Starting utilization of the core area                                               30.86%
IO Count                                                                                14
Horizontal die dimension                                                          130.1 µm
Std cell rows                                                                           46
Area of the core                                                                 15940 µm²

LOGIC SYNTHESIS
------------------------------------------------------------------------------------------
Netlist cell types                                                                      55
Flip-flops with a built-in enable                                                        5
Yosys stat cell total                                                                  551
Synth warnings                                                                           3
Synthesized instance count                                                             551
Share of flip-flops with an asynchronous set or reset                                   0%
Share of synthesized area occupied by flip-flops and latches                        41.71%
Post-Syn Area                                                                     4920 µm²
Post-synthesis chip area from yosys                                               4920 µm²
Top flip-flop cell by instance count after synthesis                          sky130_fd_sc_hd__dfxtp_1
Synthesized area per cell                                                        8.929 µm²
Ys flops                                                                               100

DRT
------------------------------------------------------------------------------------------
DRC                                                                                      0
Average wire length per cell after detail routing                                 11.45 µm
DRT Wirelength                                                                     8919 µm
Number of diodes added for antenna fixing                                                0
Total number of vias                                                                  3885
Vias per cell                                                                        4.987
Number of nets still failing antenna checks after routing                                0
DR pass1 iterations                                                                      4
Starting DRC count in detailed routing                                                 215

FINAL LAYOUT
------------------------------------------------------------------------------------------
Most common library cell in the layout ignoring fill and taps                 sky130_fd_sc_hd__dfxtp_1
Area growth syn-to-layout                                                           13.10%
Top Registers                                                                 BTN_FILTER_INST.u_BtnPulse.cntr (68), BTN_FILTER_INST.u_BtnPulse.btn_filtered (8), BTN_FILTER_INST.u_BtnPulse.btn_sync (8)
Top cells excl fill/tap                                                       95 x sky130_fd_sc_hd__dfxtp_1, 53 x sky130_fd_sc_hd__nand2_1, 38 x sky130_fd_sc_hd__a21oi_1
Filler cells                                                                          1570
Top reg by flops                                                              BTN_FILTER_INST.u_BtnPulse.cntr
Finished layout cell area                                                         5564 µm²
Layout Utilization                                                                  34.90%
Layout cell share with drive strength beyond 1                                      6.927%
Max reg flops                                                                           68

POWER AND IR DROP
------------------------------------------------------------------------------------------
Internal cell power                                                             0.001788 W
Total net switching power                                                      0.0004692 W
Power density over cell area                                                  405.7 nW/µm²
Leakage component of the power                                                    1.969 nW
Clk pwr share                                                                        44.4%
Max IR drop VDD                                                                   306.1 µV
Switching power as a share of total power                                           20.79%
Sequential Power Share                                                               52.8%
Relative contribution of combinational cells to total power                           2.8%
Overall power                                                                   0.002257 W

PLACE
------------------------------------------------------------------------------------------
Placement Cell Area                                                               5243 µm²
Number of port buffers                                                                  13
HPWL after DPL                                                                     6142 µm
Final estimated routing congestion in global placement                              0.8934

CTS
------------------------------------------------------------------------------------------
Quantity of gates resized following cts                                                  0
Clk buf depth                                                                            2
CTS Root Cell                                                                 sky130_fd_sc_hd__clkbuf_16
Clock H-tree levels                                                                      3
TritonCTS clock tree                                                                   yes
Num CTS Buffers                                                                          9
Sinks on the clock net                                                                 100
CTS Hold Buffers Added                                                                   0
Number of buffers inserted by post-CTS setup repair                                      0
Clock latency of the later-clocked register in the worst-skew pair                 0.34 ns
Clock edge transition at the registers on the reported setup and hold paths        0.07 ns

GLOBAL ROUTING
------------------------------------------------------------------------------------------
Via count of the first global-routing pass                                            3497
Overall routing resource usage                                                      11.50%
Antenna violations before repair                                                         0
Wire length of the first global-routing pass                                      15980 µm
Maximum number of pins on one net before global-route repair                            25
GR Overflow Total                                                                        0

FINAL TIMING
------------------------------------------------------------------------------------------
Crit share post-route                                                               94.04%
Worst slew margin                                                                   40.51%
Post-route setup TNS                                                                  0 ns
RSZ-0062 raised after global routing                                                    no
Measured slew at the worst slew-check pin                                        0.8891 ns
Max Freq                                                                         303.8 MHz
Max-slew violations                                                                      0
Total of endpoints with negative setup slack in the final report                         0
Final hold violation count                                                               0
Final critical delay including setup and external delays                          3.291 ns
Layout Skew                                                                    0.007601 ns

WORST SETUP PATH
------------------------------------------------------------------------------------------
Crit path arrival time                                                             3.52 ns
Flop-to-flop setup slack                                                           0.65 ns
Crit. End Element                                                                flip-flop
Data required, critical path                                                       3.73 ns
Maximum net fanout on the critical path                                                  4
CP Launch Type                                                                primary input
Type of the setup path with the least slack                                      in -> reg

JOB
------------------------------------------------------------------------------------------
Count of warning messages emitted by the tools                                          31
Number of violations of the max-capacitance limit                                        0

RUN STATUS
------------------------------------------------------------------------------------------
Status                                                                        finished, final reports clean

HOLD PATH
------------------------------------------------------------------------------------------
Worst hold path type                                                            reg -> reg

==> power by group through the flow <==
stage | Combinational (W) | Clock (W) | Sequential [W]
CTS | 0.0000629 | 0.00104 | 0.00119
global route | 0.0000722 | 0.00108 | 0.00120
finish | 0.0000631 | 0.00100 | 0.00119
==> stage by stage <==
step	hold slack, ns	worst slack (ns)	std cells
2_1_floorplan	0.3096	0.4397	551
3_3_place_gp	0.3119	-0.1147	763
3_5_place_dp	0.3121	-0.1555	763
4_1_cts	0.3175	0.1474	779
5_1_grt	0.3177	0.07006	779
6_report	0.3172	0.2085	779
==> cell type report <==
class | instances | area [µm²] | share of cell area (%)
Inverter | 33 | 123.9 | 2.226
Tap cell | 216 | 270.3 | 4.857
Sequential cell | 100 | 2052 | 36.88
Clock inverter | 3 | 46.29 | 0.8320
Timing Repair Buffer | 20 | 182.7 | 3.283
Clock buffer | 13 | 260.3 | 4.677
Multi-Input combinational cell | 394 | 2629 | 47.25
==> per-layer routing <==
| metal | vias to the layer above | GRT usage, % | wire length (µm) |
|---|---|---|---|
| met3 | 8 | 2.422 | 402 |
| li1 | 2018 | - | - |
| met5 | - | 0 | 0 |
| met4 | 0 | 1.163 | 87 |
| met1 | 1782 | 17.46 | 4508 |
| met2 | 77 | 17.74 | 3921 |
==> kinds of logic (layout without fill, tap and decap cells) <==
logic type	Yosys count	after routing	share of synthesized area, %
compound gates	101	101	13.30
fa+ha+maj	20	20	5.544
mux	28	28	5.697
other cells	1	1	0.07622
flops	100	100	41.71
buf+inv	57	69	5.162
simple gates	228	228	25.66
xor+xnor	16	16	2.849
==> worst paths after layout <==
kind / cells after the start / from / to
setup reg to reg: 12 / u_CoinCntr.money_cntr[3]$_SDFF_PP0_ / u_CoinCntr.money_cntr[2]$_SDFF_PP0_
hold reg to reg: 0 / BTN_FILTER_INST[2].u_BtnPulse.btn_sync[0]$_DFF_P_ / BTN_FILTER_INST[2].u_BtnPulse.btn_sync[1]$_DFF_P_
setup / recovery: 13 / sw[1] / u_CoinCntr.money_cntr[2]$_SDFF_PP0_
hold / removal: 0 / BTN_FILTER_INST[2].u_BtnPulse.btn_sync[0]$_DFF_P_ / BTN_FILTER_INST[2].u_BtnPulse.btn_sync[1]$_DFF_P_
==> synthesized netlist by cell type, types with 3 or more instances <==
cell type | n | share of area [%]
sky130_fd_sc_hd__a211oi_1 | 5 | 0.76
sky130_fd_sc_hd__a21oi_1 | 40 | 4.1
sky130_fd_sc_hd__and3_1 | 8 | 1.0
sky130_fd_sc_hd__and4_1 | 4 | 0.71
sky130_fd_sc_hd__buf_2 | 5 | 0.51
sky130_fd_sc_hd__buf_4 | 6 | 0.92
sky130_fd_sc_hd__clkbuf_1 | 8 | 0.61
sky130_fd_sc_hd__clkbuf_2 | 3 | 0.31
sky130_fd_sc_hd__dfxtp_1 | 95 | 39
sky130_fd_sc_hd__edfxtp_1 | 5 | 3.1
sky130_fd_sc_hd__fa_1 | 3 | 1.2
sky130_fd_sc_hd__ha_1 | 17 | 4.3
sky130_fd_sc_hd__inv_1 | 31 | 2.4
sky130_fd_sc_hd__mux2i_1 | 28 | 5.7
sky130_fd_sc_hd__nand2_1 | 53 | 4.0
sky130_fd_sc_hd__nand2b_1 | 21 | 2.7
sky130_fd_sc_hd__nand3_1 | 34 | 3.5
sky130_fd_sc_hd__nand4_1 | 23 | 2.9
sky130_fd_sc_hd__nor2_1 | 18 | 1.4
sky130_fd_sc_hd__nor2b_1 | 6 | 0.76
sky130_fd_sc_hd__nor3_1 | 6 | 0.61
sky130_fd_sc_hd__nor4_1 | 23 | 2.9
sky130_fd_sc_hd__o21a_1 | 11 | 1.7
sky130_fd_sc_hd__o21ai_0 | 16 | 1.6
sky130_fd_sc_hd__o31ai_1 | 9 | 1.4
sky130_fd_sc_hd__or2_2 | 6 | 0.76
sky130_fd_sc_hd__or3_1 | 11 | 1.4
sky130_fd_sc_hd__or4_1 | 5 | 0.76
sky130_fd_sc_hd__xnor2_1 | 8 | 1.4
sky130_fd_sc_hd__xor2_1 | 8 | 1.4
==> critical path: stages <==
cell and delay, ns:
sky130_fd_sc_hd__clkdlybuf4s50_1 0.47, sky130_fd_sc_hd__a21boi_0 0.18, sky130_fd_sc_hd__o22ai_1 0.11, sky130_fd_sc_hd__a221o_1 0.31, sky130_fd_sc_hd__and3_1 0.19, sky130_fd_sc_hd__ha_1 0.27, sky130_fd_sc_hd__inv_1 0.04, sky130_fd_sc_hd__ha_1 0.21
sky130_fd_sc_hd__fa_1 0.40, sky130_fd_sc_hd__a21o_1 0.21, sky130_fd_sc_hd__a21oi_2 0.18, sky130_fd_sc_hd__xnor2_2 0.17, sky130_fd_sc_hd__a21oi_1 0.09
Power figures rest on the tool's default switching activity, not on a simulated workload.
